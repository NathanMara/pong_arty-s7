### run.sh
#!/bin/bash
# OpenROAD 26Q1-2900-gdf79404cd8, Yosys 0.63+post, stock flow scripts
make -C /OpenROAD-flow-scripts/flow DESIGN_CONFIG=/design/flow/config.mk WORK_HOME=/design/flow/orfs finish
### config.mk
export PLATFORM = sky130hd
export DESIGN_NAME = pong_game
export DESIGN_NICKNAME = pong_game
export VERILOG_FILES = /design/flow/design.v
export SDC_FILE = /design/flow/constraint.sdc
export NUM_CORES = 4
export LEC_CHECK = 1
export CORE_UTILIZATION = 40
### constraint.sdc
current_design pong_game

set clk_period 7.9
set clk_io_pct 0.2

create_clock -name clk0 -period $clk_period [get_ports {clk}]

set non_clock_inputs [all_inputs -no_clocks]
set_input_delay [expr $clk_period * $clk_io_pct] -clock clk0 $non_clock_inputs
set_output_delay [expr $clk_period * $clk_io_pct] -clock clk0 [all_outputs]
### design.v
`timescale 1ns / 1ps
module pong_game (
    input wire clk,
    input wire [9:0] x,
    input wire [8:0] y,
    input wire video_on,
    input wire [3:0] btn,   
    output wire [3:0] red,
    output wire [3:0] green,
    output wire [3:0] blue,
    output wire [2:0] p1_score_out,
    output wire [2:0] p2_score_out,
    output reg p1_scored,
    output reg p2_scored
);
    localparam SCREEN_WIDTH  = 640;
    localparam SCREEN_HEIGHT = 480;
    localparam PADDLE_WIDTH  = 10;
    localparam PADDLE_HEIGHT = 60;
    localparam BALL_SIZE     = 8;
    localparam PADDLE1_X = 30;
    localparam PADDLE2_X = SCREEN_WIDTH - 30 - PADDLE_WIDTH;
    reg [8:0] paddle1_y = 210;
    reg [8:0] paddle2_y = 210;
    reg [9:0] ball_x = 320;
    reg [8:0] ball_y = 240;
    reg ball_dx = 0;  
    reg ball_dy = 0;  
    reg [9:0] next_ball_x;
    reg [8:0] next_ball_y;
    reg [2:0] p1_score = 0;
    reg [2:0] p2_score = 0;
    reg  paddle_reset_request = 1'b1;
    localparam IDLE     = 2'b00;
    localparam PLAY     = 2'b01;
    localparam SCORE_P1 = 2'b10;
    localparam SCORE_P2 = 2'b11;
    reg [1:0] state = IDLE;
    localparam PADDLE_RESTART = 1'b0;
    localparam PADDLE_MOVE    = 1'b1;
    reg paddle_state = PADDLE_RESTART;
    reg [19:0] div_cnt = 0;
    wire tick = (div_cnt == 0);
    always @(posedge clk) div_cnt <= div_cnt + 1;
    always @(posedge clk) begin
        if (tick) begin
            case (paddle_state)
                PADDLE_RESTART: begin
                    paddle1_y <= 210;
                    paddle2_y <= 210;
                    paddle_state <= PADDLE_MOVE;
                end
                PADDLE_MOVE: begin
                    if (paddle_reset_request)
                        paddle_state <= PADDLE_RESTART;
                    else begin
                        if (btn[0] && paddle1_y >= 4)
                            paddle1_y <= paddle1_y - 4;
                        else if (btn[1] && paddle1_y <= SCREEN_HEIGHT - PADDLE_HEIGHT - 4)
                            paddle1_y <= paddle1_y + 4;
                        if (btn[2] && paddle2_y >= 4)
                            paddle2_y <= paddle2_y - 4;
                        else if (btn[3] && paddle2_y <= SCREEN_HEIGHT - PADDLE_HEIGHT - 4)
                            paddle2_y <= paddle2_y + 4;
                    end
                end
            endcase
        end
    end
    always @(posedge clk) begin
        p1_scored <= 0;
        p2_scored <= 0;
        if (tick) begin
            case (state)
                IDLE: begin
                    ball_x <= 320;
                    ball_y <= 240;
                    ball_dx <= 0;
                    ball_dy <= 0;
                    paddle_reset_request <= 1'b0;
                    state <= PLAY;
                end
                PLAY: begin
                    next_ball_x = ball_dx ? ball_x + 2 : ball_x - 2;
                    next_ball_y = ball_dy ? ball_y + 2 : ball_y - 2;
                    if (next_ball_y <= 0) begin
                        ball_dy <= 1;
                        ball_y <= 0;
                    end
                    else if (next_ball_y + BALL_SIZE >= SCREEN_HEIGHT) begin
                        ball_dy <= 0;
                        ball_y <= SCREEN_HEIGHT - BALL_SIZE;
                    end
                    else begin
                        ball_y <= next_ball_y;
                    end
                    if (ball_dx == 0 &&
                        (next_ball_x + BALL_SIZE) >= PADDLE1_X &&
                        next_ball_x <= (PADDLE1_X + PADDLE_WIDTH) &&
                        (next_ball_y + BALL_SIZE) >= paddle1_y &&
                        next_ball_y <= (paddle1_y + PADDLE_HEIGHT)) begin
                        ball_dx <= 1;
                        ball_x <= PADDLE1_X + PADDLE_WIDTH + 1;
                    end
                    else if (ball_dx == 1 &&
                             next_ball_x <= (PADDLE2_X + PADDLE_WIDTH) &&
                             (next_ball_x + BALL_SIZE) >= PADDLE2_X &&
                             (next_ball_y + BALL_SIZE) >= paddle2_y &&
                             next_ball_y <= (paddle2_y + PADDLE_HEIGHT)) begin
                        ball_dx <= 0;
                        ball_x <= PADDLE2_X - BALL_SIZE - 1;
                    end
                    else begin
                        ball_x <= next_ball_x;
                    end
                    if (ball_x <= 1)
                        state <= SCORE_P2;
                    else if (ball_x + BALL_SIZE >= SCREEN_WIDTH)
                        state <= SCORE_P1;
                end
                SCORE_P1: begin
                    p1_scored <= 1;
                    if (p1_score == 7) begin
                        p1_score <= 0;
                        p2_score <= 0;
                        paddle_reset_request <= 1'b1;
                        state <= IDLE;
                    end else begin
                        p1_score <= p1_score + 1;
                        ball_x <= 320;
                        ball_y <= 240;
                        ball_dx <= 0;
                        ball_dy <= 0;
                        state <= PLAY;
                    end
                end
                SCORE_P2: begin
                    p2_scored <= 1;
                    if (p2_score == 7) begin
                        p1_score <= 0;
                        p2_score <= 0;
                        paddle_reset_request <= 1'b1;
                        state <= IDLE;
                    end else begin
                        p2_score <= p2_score + 1;
                        ball_x <= 320;
                        ball_y <= 240;
                        ball_dx <= 1;
                        ball_dy <= 0;
                        state <= PLAY;
                    end
                end 
            endcase
        end
    end
    wire draw_paddle1 = (x >= PADDLE1_X) &&
                        (x < PADDLE1_X + PADDLE_WIDTH) &&
                        (y >= paddle1_y) &&
                        (y < paddle1_y + PADDLE_HEIGHT);
    wire draw_paddle2 = (x >= PADDLE2_X) &&
                        (x < PADDLE2_X + PADDLE_WIDTH) &&
                        (y >= paddle2_y) &&
                        (y < paddle2_y + PADDLE_HEIGHT);
    wire draw_ball = (x >= ball_x) &&
                     (x < ball_x + BALL_SIZE) &&
                     (y >= ball_y) &&
                     (y < ball_y + BALL_SIZE);
    wire drawing = video_on && (draw_paddle1 || draw_paddle2 || draw_ball);
    assign red   = drawing ? (draw_ball ? 4'hF : 4'h0) : 4'h0;
    assign green = drawing ? ((draw_paddle1 || draw_paddle2) ? 4'hF : 4'h0) : 4'h0;
    assign blue  = 4'h0;
    assign p1_score_out = p1_score;
    assign p2_score_out = p2_score;
endmodule
==> results.toml <==
# physical design summary
[yosys]
yosys_area_sq_mm = 0.00662
edf_count = 44
synthFlopType = "edfxtp_1"
yosysUniqueCellTypes = 71
async_flop_share_pct = 0
syn_area_per_cell_sq_um = 9.09
netlist_area_sq_mm = 0.00662
synth_seq_share_pct = 26.6
numSynthFlops = 66
yosys_cells = 728
synthCells = 728
yosys_warnings = 1

[placement]
gp_congestion = 0.964
place_area_sq_mm = 0.00718
io_buffers = 39
hpwlAfterDp_mm = 11.8
dp.cells = 966
dp_slack_ps = 1730

[routing]
avgViaCountPerCell = 5.43
drc = 0
vias = 5331
drtIter0Drc = 224
wirelength_mm = 14.8
drt.antenna.violating_nets = 0
diodes = 0
wl_per_cell_microns = 15.1
first_pass_iters = 5

[hold_path]
whs_endpoint = "div_cnt[19]"
min_from = "div_cnt[19]"
hold_depth = 1
hold_path_class = "reg -> reg"

[final_layout]
area_delta_synth_final_pct = 12.7
fin_cells = 982
final_area_sq_mm = 0.00746
fin_util_pct = 46.6
layout-drive-gt1-share_pct = 4.44
filler_cell_count = 1493

[timing]
timing.final.crit_period_ps = 6170
timing.hold.ws_ps = 466
worstMarginPinSlew_ps = 870
fin_crit_sh_pct = 78.1
drv_slew = 0
hold_viol = 0
slew_headroom_pct = 42.0
fmax_ghz = 0.162
finalSetupTns_ps = 0
rsz0062_at_grt = "false"
fin_ws_ps = 1730
finClkSkew_ps = 7.36
finalSetupViolations = 0

[pwr]
power_mw = 0.788
power_density_mw_per_mm2 = 106
leakagePower_nw = 3.14
ir_drop_mv = 0.127

[clocking]
ctsResizeCount = 0
clock_sinks = 66
clkLatencyLatePin_ps = 330
htree_num_levels = 3
clockRootBuffer = "clkbuf_16"
tritoncts = "yes"
clk_pin_slew_ps = 60
hold_buffers = 0
post_cts_buffers = 0
clock_path_buffers = 2
numCtsBuffers = 9

[floorplan]
die_h_microns = 131
fp_util_pct = 41.4
dieArea_sq_mm = 0.0171
row_count = 46
fp.dieW_microns = 131
ios = 45
core-area_sq_mm = 0.0160

[setup_path]
endpoint_kind = "output port"
crit_chain = "clkdlybuf4s50_1 > ha_1 > nor2b_1 > o21a_1 > o21a_1 > o21ai_0 > nand2b_1 > a21oi_1 > o21ai_0 > o31ai_1 > clkdlybuf4s50_1"
startpoint_type = "primary input"
critPathSlowestCell = "o31ai_1"
path_max_fanout = 5
r2r_start = "ball_y[1]"
required_ps = 6320
r2r_setup_slack_ps = 3130
crit_path_max_incr_delay_ps = 620
cp_data_arrival_time_ps = 4590
rr_endpoint = "ball_dx"
r2r_cells = 15
critical_path_class = "in -> out"

[flow_run]
tool_warnings = 45
cap_violations = 0

[global_route]
grt_pass1_vias = 5148
antenna_found_initial = 0
grt_use_total_pct = 18.7
grt_max_degree = 20
grt_pass1_wl_mm = 24.6
grt_overflow_total = 0

[run_status]
status = "complete, no violations"
==> kinds of logic (layout without fill, tap and decap cells) <==
kind of cell    after synthesis  count (layout)  synth area share [%]
compound gates              170             170                  17.4
xor+xnor                     63              63                  8.56
fa+ha+maj                   125             125                  23.9
buf+inv                      80             115                  5.12
flops                        66              66                  26.6
mux                           4               4                 0.605
other cells                   1               4                0.0566
simple gates                219             219                  17.8
==> area by class of cell <==
type / count / area [sq um] / area share [%]
Multi-Input combinational cell: 585 / 4530 / 60.7
Sequential cell: 66 / 1760 / 23.6
Timing Repair Buffer: 40 / 398 / 5.33
Tap cell: 216 / 270 / 3.62
Clock buffer: 10 / 239 / 3.20
Inverter: 59 / 221 / 2.97
Clock inverter: 6 / 38.8 / 0.520
==> critical path: cells and delay by family <==
| kind | cells | cell delay (ps) |
|---|---|---|
| compound gates | 6 | 1350 |
| buf+inv | 2 | 1140 |
| fa+ha+maj | 1 | 370 |
| simple gates | 2 | 130 |
==> power by group <==
group          internal, mW  total, mW  switching, mW
Clock                 0.221      0.374          0.153
Combinational        0.0272     0.0502         0.0230
Sequential            0.364      0.364              0
==> layout by cell type, fill, tap and decap left out, drive strengths merged, types with 13 or more instances in the layout <==
master / instances
clkdlybuf4s50: 39
nand3: 34
dfxtp: 22
and2: 15
and3: 13
ha: 123
nor3: 20
a21oi: 48
inv: 61
o21ai: 33
nand2: 38
o21a: 15
edfxtp: 44
nor2: 34
a21o: 15
xnor2: 51
==> worst max path at each step <==
stage	endpoint	slack, ps	start	cells past startpoint
6_report	green[1]	1730	y[2]	11
5_1_grt	green[2]	1470	y[2]	11
4_1_cts	green[1]	1730	y[2]	11
==> registers in the layout, summed over array words and instances, names as in the netlist, 2 cells and up <==
name / count
paddle2_y: 7
state: 2
ball_y: 8
paddle1_y: 7
p2_score: 3
div_cnt: 20
p1_score: 3
ball_x: 10
==> synthesized netlist by cell type, drive strengths merged (3+ instances only) <==
| cell type | number | area share [%] |
|---|---|---|
| xnor2 | 51 | 6.9 |
| o21ai | 33 | 2.5 |
| clkbuf | 10 | 0.57 |
| o31ai | 4 | 0.45 |
| mux2i | 4 | 0.60 |
| a211o | 3 | 0.40 |
| xor2 | 12 | 1.7 |
| o21a | 15 | 1.7 |
| and2 | 15 | 1.5 |
| buf | 11 | 1.2 |
| o31a | 4 | 0.53 |
| or3 | 6 | 0.57 |
| o2111ai | 6 | 0.79 |
| nor2 | 34 | 1.9 |
| dfxtp | 22 | 6.7 |
| nor3 | 20 | 1.5 |
| nand4 | 12 | 1.3 |
| ha | 123 | 23 |
| inv | 58 | 3.3 |
| nor4 | 8 | 0.76 |
| nand2b | 9 | 0.85 |
| o211ai | 6 | 0.76 |
| and3 | 13 | 1.3 |
| nand3 | 34 | 2.6 |
| a31oi | 6 | 0.57 |
| nor3b | 4 | 0.45 |
| nor2b | 11 | 1.0 |
| nor4b | 3 | 0.40 |
| or4 | 6 | 0.68 |
| edfxtp | 44 | 20 |
| a211oi | 7 | 0.87 |
| nand2 | 38 | 2.2 |
| a21oi | 48 | 3.9 |
| a21o | 15 | 1.7 |
==> metal layers <==
layer	GRT usage, %	share of wire [%]	up-vias	routed length, microns
met5	0	0	-	0
met4	3.25	1.7	0	256
met3	3.23	4.3	23	640
met2	30.3	45	119	6620
met1	27.1	49	2452	7280
li1	-	-	2737	-
Power and IR drop assume default switching activity.
