--- flow/config.mk ---
export PLATFORM = sky130hd
export DESIGN_NAME = uart_bram
export DESIGN_NICKNAME = uart_bram
export VERILOG_FILES = /design/flow/design.v
export SDC_FILE = /design/flow/constraint.sdc
export NUM_CORES = 4
export LEC_CHECK = 1
export CORE_UTILIZATION = 30
--- flow/constraint.sdc ---
current_design uart_bram

set clk_period 5.3
set clk_io_pct 0.2

create_clock -name clk0 -period $clk_period [get_ports {clk}]

set non_clock_inputs [all_inputs -no_clocks]
set_input_delay [expr $clk_period * $clk_io_pct] -clock clk0 $non_clock_inputs
set_output_delay [expr $clk_period * $clk_io_pct] -clock clk0 [all_outputs]
--- flow/design.v ---
`timescale 1ns / 1ps
module uart_bram #(
    parameter ADDR_WIDTH = 6,       
    parameter DATA_WIDTH = 8
)(
    input wire clk,
    input wire we,
    input wire [ADDR_WIDTH-1:0] waddr,
    input wire [DATA_WIDTH-1:0] wdata,
    input wire [ADDR_WIDTH-1:0] raddr,
    output reg [DATA_WIDTH-1:0] rdata
);
    reg [DATA_WIDTH-1:0] mem [0:(1<<ADDR_WIDTH)-1];
    always @(posedge clk) begin
        if (we)
            mem[waddr] <= wdata;
        rdata <= mem[raddr];
    end
endmodule
--- flow/run.sh ---
#!/bin/bash
# OpenROAD 26Q1-2900-gdf79404cd8, Yosys 0.63+post, stock flow scripts
make -C /OpenROAD-flow-scripts/flow DESIGN_CONFIG=/design/flow/config.mk WORK_HOME=/design/flow/orfs finish
==> flow_summary.json <==
{
  "finalWeightedCongestion": 0.851,
  "openroad_warnings": 25,
  "hold_buffer_count_at_cts": 0,
  "i_o_pin_count": 30,
  "yosys.stat.seqShare": 0.770,
  "number_of_instances_in_the_placed_design": 1825,
  "ff_latch_area_sq_um": 15500,
  "drv_cap": 0,
  "clockRootBuffer": "clkbuf_16",
  "netlist-cell-type-count": 40,
  "timing.rr.end": "rdata[6]",
  "dieHeight_microns": 261,
  "ys.warnings.count": 1,
  "grt_use_total": 0.144,
  "clk_pin_slew_worst_paths_ps": 60,
  "final-hold-violation-count": 0,
  "dp_hpwl_mm": 26.5,
  "avgRoutedWirePerCell_microns": 23.0,
  "outcome": "finished, final reports clean",
  "cts-resized-gates": 0,
  "final_period_minus_worst_setup_slack_ps": 3430,
  "syn_inst": 940,
  "final_max_slew_viol_count": 0,
  "total_number_of_h_tree_levels": 2,
  "postPlaceCellArea_sq_um": 21500,
  "drive_gt1_frac": 0.252,
  "cts_num_sinks": 520,
  "synth.ff_latch_count": 520,
  "floorplanUtilization": 0.305,
  "setup.reg_to_reg.worst_slack_ps": 2880,
  "worst-path-max-fanout": 53,
  "cts_tree": "yes",
  "overflow": 0,
  "ir_drop_v": 0.000193,
  "reg2regPathDepth": 5,
  "fillers": 6043,
  "tightestPinTransition_ps": 951,
  "setup_fix_bufs_post_cts": 0,
  "final_antenna_net_count": 0,
  "num_rows": 94,
  "max_freq_ghz": 0.292,
  "drt-total-wl_mm": 43.9,
  "stdcell_count": 1912,
  "final.setup_skew_ps": 13.4,
  "area.combinational_sq_um": 4320,
  "hp-class": "reg2reg",
  "syn_avg_cell_area_sq_um": 21.5,
  "floorplan_core_area_sq_um": 66100,
  "worstReg2RegStart": "mem[29][6]",
  "ys_chip_area_sq_um": 20200,
  "drt_first_pass_iters": 23,
  "drc": 0,
  "fin_total_pwr_w": 0.00834,
  "grt_pass1_wl_mm": 67.3,
  "critical_path.startpoint": "raddr[0]",
  "rsz0062_at_grt": "no",
  "maxSlewHeadroom": 0.364,
  "leakage_nw": 7.05,
  "worstSetupPathType": "in2reg",
  "critical_path_startpoint_category": "input pin",
  "tritoncts.num_buffers": 49,
  "die_area_sq_um": 68300,
  "mappedNetlistArea_sq_um": 20200,
  "drtIter0Drc": 665,
  "power_per_cell_area_nw_per_um2": 362,
  "areaGrowthSynthToFinish_pct": 14.2,
  "timing.final.crit_share": 0.646,
  "endpoint": "rdata[6]",
  "grt_max_degree": 65,
  "place.port_buffers": 29,
  "die_width_microns": 261,
  "report.final.setup_viol": 0,
  "antenna_cells": 0,
  "via_count": 9517,
  "cts.path.max_buffers": 3,
  "number_of_antenna_violations_at_the_first_check_in_global_routing": 0,
  "endpoint_kind": "flop",
  "setup_total_negative_slack_ps": 0,
  "detail_route.vias_per_cell": 4.98,
  "first_global_vias": 10500,
  "clk-insertion-delay-late_ps": 560,
  "crit_arrival_ps": 3820,
  "final_instance_area_sq_um": 23000,
  "ys_cells": 940,
  "crit_required_ps": 5700
}
area by class of cell:
| cell class | instances | area share |
|---|---|---|
| clock buffer | 62 | 0.0566 |
| timing repair buffer | 72 | 0.0251 |
| multi-input combinational | 369 | 0.187 |
| tap | 864 | 0.0469 |
| sequential | 520 | 0.674 |
| clock inverter | 25 | 0.00972 |
cell families (layout without fill, tap and decap cells):
group | count (synthesis) | after routing | share of synthesized area
and+or+nand+nor | 153 | 153 | 0.0339
DFF | 520 | 520 | 0.770
buffers and inverters | 51 | 159 | 0.0157
AOI/OAI and AO/OA | 54 | 54 | 0.0207
muxes | 162 | 162 | 0.159
cell usage in the layout (no fill, tap or decap), types with 4 or more instances in the layout:
cell             netlist  layout
clkdlybuf4s50_1        0      17
edfxtp_1             512     512
buf_4                 13      44
mux2i_1               23      23
nor2_1                83      83
o221ai_1               8       8
mux2_2                13      13
nor3_1                 7       7
nor2b_1               14      14
clkbuf_16              0      49
mux4_2               126     126
clkinv_1               0       9
bufinv_16              0       4
a211oi_1               4       4
nand2_1               19      19
buf_2                 11       9
clkinv_2               0       9
clkbuf_8               0       4
nand2b_1               7       7
o22ai_1                8       8
nand3_1               13      13
clkbuf_1              17      10
a221oi_1               6       6
dfxtp_1                8       8
how the worst min path moves through the flow:
stage	startpoint	to	slack, ps	depth (start not counted)
final	mem[34][2]	rdata[2]	840	4
after CTS	mem[34][2]	rdata[2]	870	4
after global routing	mem[34][0]	rdata[0]	900	4
registers in the layout (all words and copies together) (netlist names):
name	count
rdata	8
mem	512
routing by layer:
metal  share of wire  track usage
met5               0            0
met2            0.46        0.208
met1            0.36        0.180
met4           0.018       0.0229
met3            0.16        0.110
through the flow:
stage | worst slack, ps | utilization | hold slack (ps)
global placement | 1300 | 0.325 | 802
CTS | 1870 | 0.349 | 867
floorplan | 2570 | - | 718
finish | 1870 | 0.349 | 843
global route | 1710 | 0.349 | 896
detailed placement | 1300 | 0.325 | 849
power by group:
group	leakage, nW	switching (W)	internal (W)
registers	4.67	0.0000110	0.00455
clock network	0.752	0.00142	0.00193
logic	1.62	0.000257	0.000166
Yosys cell counts, drive strengths merged:
library cell / n / area, sq um
nor4: 2 / 12.5
nand4: 2 / 12.5
a22oi: 3 / 22.5
o22ai: 8 / 50.1
or3: 1 / 6.26
o221a: 2 / 22.5
mux4: 126 / 2840
nor3: 7 / 35.0
o2bb2ai: 3 / 26.3
nand2: 19 / 71.3
a2111oi: 2 / 17.5
o21ai: 4 / 20.0
nor2: 83 / 312
o32ai: 2 / 17.5
nand3b: 3 / 22.5
o2111ai: 3 / 26.3
mux2i: 23 / 230
dfxtp: 8 / 160
and2: 1 / 6.26
nand3: 13 / 65.1
mux2: 13 / 146
clkbuf: 17 / 63.8
o311ai: 1 / 8.76
nand4b: 1 / 8.76
o21a: 2 / 15.0
a211oi: 4 / 30.0
nor2b: 14 / 87.6
buf: 34 / 253
o221ai: 8 / 70.1
a31oi: 1 / 6.26
edfxtp: 512 / 15400
a21oi: 3 / 15.0
nand2b: 7 / 43.8
a221oi: 6 / 52.6
o41ai: 2 / 17.5
critical path, cell delays in order:
cell and delay (ps):
clkbuf_8 300, buf_12 400, mux4_2 580, mux2_2 340, o221a_2 280, nor3_1 590, o32ai_1 180
Power figures rest on the tool's default switching activity, not on a simulated workload.
