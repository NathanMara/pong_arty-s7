--- ./run.sh ---
#!/bin/bash
# OpenROAD 26Q1-2900-gdf79404cd8, Yosys 0.63+post, stock flow scripts
make -C /OpenROAD-flow-scripts/flow DESIGN_CONFIG=/design/flow/config.mk WORK_HOME=/design/flow/orfs finish
--- ./config.mk ---
export PLATFORM = sky130hd
export DESIGN_NAME = vga_controller
export DESIGN_NICKNAME = vga_controller
export VERILOG_FILES = /design/flow/design.v
export SDC_FILE = /design/flow/constraint.sdc
export NUM_CORES = 4
export LEC_CHECK = 1
export CORE_AREA = 10 10 103 103
export DIE_AREA = 0 0 113 113
--- ./constraint.sdc ---
current_design vga_controller

set clk_period 3.6
set clk_io_pct 0.2

create_clock -name clk0 -period $clk_period [get_ports {clk}]

set non_clock_inputs [all_inputs -no_clocks]
set_input_delay [expr $clk_period * $clk_io_pct] -clock clk0 $non_clock_inputs
set_output_delay [expr $clk_period * $clk_io_pct] -clock clk0 [all_outputs]
--- ./design.v ---
`timescale 1ns / 1ps
module vga_controller (
    input wire clk,              
    output reg hsync,           
    output reg vsync,           
    output wire video_on,       
    output wire [9:0] x,        
    output wire [8:0] y         
    );
    reg [1:0] clk_div = 0;
    wire pix_clk = clk_div == 0;
    always @(posedge clk)
        clk_div <= clk_div + 1;
    localparam H_VISIBLE = 640;
    localparam H_FRONT   = 16;
    localparam H_SYNC    = 96;
    localparam H_BACK    = 48;
    localparam H_TOTAL   = H_VISIBLE + H_FRONT + H_SYNC + H_BACK;
    localparam V_VISIBLE = 480;
    localparam V_FRONT   = 10;
    localparam V_SYNC    = 2;
    localparam V_BACK    = 33;
    localparam V_TOTAL   = V_VISIBLE + V_FRONT + V_SYNC + V_BACK;
    reg [9:0] h_count = 0;
    reg [9:0] v_count = 0;
    always @(posedge clk) begin
        if (pix_clk) begin
            if (h_count == H_TOTAL - 1) begin
                h_count <= 0;
                if (v_count == V_TOTAL - 1)
                    v_count <= 0;
                else
                    v_count <= v_count + 1;
            end else begin
                h_count <= h_count + 1;
            end
        end
    end
    always @(posedge clk) begin
        if (pix_clk) begin
            hsync <= ~(h_count >= H_VISIBLE + H_FRONT &&
                       h_count <  H_VISIBLE + H_FRONT + H_SYNC);
            vsync <= ~(v_count >= V_VISIBLE + V_FRONT &&
                       v_count <  V_VISIBLE + V_FRONT + V_SYNC);
        end
    end
    assign video_on = (h_count < H_VISIBLE) && (v_count < V_VISIBLE);
    assign x = h_count;
    assign y = v_count;
endmodule
==> impl_metrics.ini <==
; flow metrics
[yosys]
ys_seq_share = 0.528
synth_chip_area_mm2 = 0.00133
ys_cells = 114
synth_area_mm2 = 0.00133
synth_cell_types = 30
synthCells = 114
avgSynthCellArea_um2 = 11.6
synth_flops = 24
yosys_warnings = 1

[die]
ios = 23
die_y_um = 113
core_mm2 = 0.00830
dieArea_mm2 = 0.0128
die_w_um = 113
fp_util = 0.160
rows = 33

[final_timing]
worst_slew_pin_slew_ns = 0.660
fmax_ghz = 0.423
rsz0062_at_grt = no
finClkSkew_ns = 0.00289
layout_setup_ws_ns = 1.24
max_slew_margin = 0.560
fin_crit_ns = 2.36
whs_ns = 0.396
slew_viol_final = 0
hold_viol_final = 0
timing.final.crit_share = 0.656
setup_viol_count_final = 0
fin_tns_setup_ns = 0

[clock_tree]
postCtsSetupBuffers = 0
cts_buffers = 3
clockRootBuffer = clkbuf_8
cts.clk_slew.worst_paths_ns = 0.08
cts_resized = 0
clock_latency_ns = 0.26
cts_tree = done
cts_sinks = 24
postCtsHoldBufs = 0
h-tree-depth = 1
clk_path_buf_depth = 2

[detailed_routing]
first_pass_iters = 4
drt_iter0_drc = 48
diodes = 0
vias = 879
drtAntennaViolNets = 0
wl_per_cell_um = 11.5
wirelength_mm = 2.72
drc = 0
viasPerCell = 3.72

[power_and_ir_drop]
p_leak_nw = 0.637
ir_drop_mv = 0.146
cellPowerDensity_mw_per_mm2 = 288

[outcome]
status = finished clean

[worst_setup_path]
crit_path_end_kind = output pin
start_kind = flip-flop
crit_slowest_cell = edfxtp_1
cp_cell_sequence = o21ai_0 > nand2_1 > nor2_1 > clkdlybuf4s50_1
crit_type = reg -> out
max_stage_delay_ns = 0.49
cp_top_family = flip-flops
critPathLaunch = h_count[7]
critPathMaxFanout = 7
required_ns = 2.88
r2r-start = h_count[7]
cp_num_buf_inv = 1
arrival_ns = 1.64

[placement]
numPortBuffers = 22
place_inst = 232
gp_congestion = 0.808
dp_slack_ns = 1.46
hpwl_mm = 2.02

[global_routing]
antenna_found_initial = 0
grt.total_usage = 0.0433
grt_pass1_vias = 879
overflow = 0
grt_pass1_wl_mm = 4.52
grt_max_degree = 14

[layout]
seqCellArea_um2 = 701
area_growth_pct = 25.6
nFillCells = 886
final_cell_mix = 22 x edfxtp_1, 22 x clkdlybuf4s50_1, 10 x nor2_1, 8 x inv_1
mi_logic_area_um2 = 528
finalNonFillerCells = 236
layout-drive-gt1-share = 0.0840

[run]
maxCapViolCount = 0
tool_warnings = 29

[hold_path]
hold_path_class = reg -> reg
min-delay-start = clk_div[0]
## registers in the layout, summed over array words and instances (netlist names)
register	flops
h_count	10
v_count	10
clk_div	2
hsync	1
vsync	1
## cell usage after synthesis
cell	n	area, um^2
a21oi_1	2	10.0
a21oi_2	1	8.76
a31oi_1	2	12.5
and2_1	1	6.26
and3_1	4	25.0
and3_2	1	7.51
buf_4	9	67.6
dfxtp_1	2	40.0
edfxtp_1	22	661
ha_1	6	75.1
inv_1	8	30.0
nand2_1	4	15.0
nand3_1	7	35.0
nand4_1	4	25.0
nand4_2	1	12.5
nor2_1	10	37.5
nor2b_1	2	12.5
nor3_1	2	10.0
nor3_4	1	16.3
nor4_4	1	21.3
nor4b_1	1	8.76
o2111ai_1	1	8.76
o21ai_0	3	15.0
o31ai_1	2	15.0
or3_1	2	12.5
or4_1	1	7.51
or4_4	1	11.3
or4b_4	1	13.8
xnor2_1	5	43.8
xor2_1	7	61.3
## power by group
part	leakage (nW)	internal (mW)	switching (mW)	total [mW]
sequential	0.272	0.299	0	0.299
combinational	0.336	0	0	0.000000336
clock	0.0288	0.0975	0.0838	0.181
total	0.637	0.397	0.0838	0.480
## layout make-up
class | instances | share of cell area
Clock buffer | 4 | 0.0331
Inverter | 8 | 0.0180
Multi-Input combinational cell | 73 | 0.317
Tap cell | 105 | 0.0789
Sequential cell | 24 | 0.421
Timing Repair Buffer | 22 | 0.132
## metrics by stage
step                       util  power, mW  area, um^2
after global placement    0.194      0.305        1610
final                     0.201      0.480        1670
after detailed placement  0.194      0.305        1610
after CTS                 0.201      0.488        1670
after floorplan               -      0.305        1330
after global routing      0.201      0.500        1670
## worst paths after layout
| path | slack (ns) | to | cells past startpoint |
|---|---|---|---|
| worst min-delay path | 0.40 | clk_div[0] | 1 |
| worst max-delay path | 1.24 | video_on | 4 |
| worst min register to register | 0.40 | clk_div[0] | 1 |
| worst max register to register | 1.46 | v_count[5] | 3 |
## per-layer routing
layer	share of wire	track usage
met4	0.0044	0.00169
met1	0.46	0.0555
met3	0.14	0.0326
met5	0	0
met2	0.39	0.0603
## kinds of logic after synthesis
kind of cell             count (synthesis)  synth area share
AND-OR/OR-AND                           11            0.0528
buffers and inverters                   17            0.0736
flip-flops                              24             0.528
AND/OR/NAND/NOR                         44             0.209
XOR/XNOR                                12            0.0792
adder cells (fa/ha/maj)                  6            0.0566
Power figures rest on the tool's default switching activity, not on a simulated workload.
